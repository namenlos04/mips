==> /design/flow/design.v <==
module rshamt (
	input [31:0] num,
  input [31:0] a,
  output [31:0] res
);
assign res = a >> num;
endmodule
==> /design/flow/run.sh <==
#!/bin/bash
# OpenROAD 26Q1-2900-gdf79404cd8, Yosys 0.63+post, stock flow scripts
make -C /OpenROAD-flow-scripts/flow DESIGN_CONFIG=/design/flow/config.mk WORK_HOME=/design/flow/orfs finish
==> /design/flow/config.mk <==
export PLATFORM = sky130hd
export DESIGN_NAME = rshamt
export DESIGN_NICKNAME = rshamt
export VERILOG_FILES = /design/flow/design.v
export SDC_FILE = /design/flow/constraint.sdc
export NUM_CORES = 4
export LEC_CHECK = 1
export CORE_UTILIZATION = 30
==> /design/flow/constraint.sdc <==
current_design rshamt

set clk_period 6.5
set clk_io_pct 0.2

create_clock -name clk0 -period $clk_period

set non_clock_inputs [all_inputs -no_clocks]
set_input_delay [expr $clk_period * $clk_io_pct] -clock clk0 $non_clock_inputs
set_output_delay [expr $clk_period * $clk_io_pct] -clock clk0 [all_outputs]
==> run_results.csv <==
group,metric,value,unit
outcome,status,"complete, no violations",
floorplan,core_region_area,6350,µm²
timing,hold_viol,0,
detailed_routing,ant_nets,0,
logic_synthesis,yosys_warnings,0,
cells_and_area,area.growth.synth_to_final,48.34,%
cells_and_area,utilization,45.89,%
critical_path,worstSetupPathType,"input port to primary output",
run,warning_count,32,
floorplan,die_w,82.92,µm
floorplan,fp_util,30.94,%
global_routing,grt_first_pass_wirelength,10.72,mm
pwr,leakagePower,0.9816,nW
timing,drv_slew,0,
logic_synthesis,yosys-stat-area,1964,µm²
timing,setup_tns,0,ps
floorplan,num_io_pins,96,
clock_network,cts_resized,0,
detailed_routing,vias,2235,
timing,fmax,182.0,MHz
cells_and_area,clkbuf_count,0,
run,cap_violations,0,
global_routing,grt-ovfl-total,0,
cells_and_area,seq_cells,0,
detailed_routing,drt_wl_total,6.441,mm
floorplan,die.size.y,82.92,µm
clock_network,cts_hold_buf,0,
detailed_routing,via_per_inst,5.882,
pwr,ir_worst_vdd,51.59,µV
floorplan,fp-row-count,29,
detailed_routing,drt-initial-drc-count,142,
timing,fin_crit_sh,84.51,%
logic_synthesis,synth_area_per_cell,8.770,µm²
timing,worst_slack,1007,ps
logic_synthesis,synth_seq_share,0,%
timing,whs,3723,ps
pwr,p_per_area,62.16,nW/µm²
logic_synthesis,synth_cell_type_count,47,
cells_and_area,fill_cells,613,
placed_design,hpwl,5.231,mm
critical_path,crit_required,5200,ps
detailed_routing,dr.pass1.iters,4,
placed_design,place.port_buffers,96,
clock_network,post_cts_buffers,0,
global_routing,grt_antenna_before_repair,0,
logic_synthesis,top_area_cell,"mux4_2",
logic_synthesis,topCellsByArea,"mux4_2 36%, mux2i_1 8.2%, mux2_2 7.5%",
detailed_routing,drc,0,
cells_and_area,layoutNonFillerInstCount,380,
timing,setup_viol,0,
critical_path,endpoint_kind,"primary output",
placed_design,dp.cells,380,
floorplan,die_area,6876,µm²
global_routing,grt_max_degree,41,
placed_design,place.gp.congestion,0.8747,
logic_synthesis,synth_cells,224,
critical_path,cp-start-kind,"input port",
detailed_routing,antennaDiodeCount,0,
timing,timing.final.crit_period,5493,ps
timing,max_slew_margin,46.05,%
detailed_routing,routedWlPerCell,16.95,µm
cells_and_area,seq_area,0,µm²
logic_synthesis,synth_stat.cells,224,
logic_synthesis,top_area_share,35.54,%
placed_design,dp_slack,1009,ps
cells_and_area,drive_gt1_share,19.14,%
logic_synthesis,syn_area,1964,µm²
worst_hold_path,hold_class,"input port to primary output",
critical_path,arrival,4190,ps
critical_path,cp_max_fo,18,
timing,rsz0062_at_grt,"false",
global_routing,grt_pass1_vias,2239,
timing,worst_slew_pin_slew,806.7,ps
global_routing,grt_use_total,19.45,%
-- routing by layer --
metal | track usage [%] | vias up | share of wire, % | routed length [µm]
met3 | 8.375 | 6 | 12 | 802
met5 | 0 | - | 0 | 0
met1 | 27.00 | 1044 | 42 | 2696
met4 | 1.724 | 0 | 0.62 | 40
met2 | 30.18 | 131 | 45 | 2902
li1 | - | 1054 | - | -
-- stage by stage --
stage          area [µm²]  total power [mW]
2_1_floorplan        1964            0.1148
3_3_place_gp         2914            0.1803
3_5_place_dp         2914            0.1795
4_1_cts              2914            0.1801
5_1_grt              2914            0.1968
6_report             2914            0.1811
-- synth_stat cells, types with 2 or more instances --
cell type	instances
nor3_1	4
inv_1	4
o21ai_0	7
clkbuf_1	7
mux2_2	13
a211oi_1	3
nor4_1	6
a22oi_1	7
buf_2	8
nor2b_1	6
nand2b_1	4
nor2_1	33
nand3_1	8
o31ai_1	2
mux2i_1	16
nand2_1	16
buf_1	2
a21oi_1	11
buf_6	3
a31o_2	3
a221oi_1	2
o211ai_1	4
mux4_2	31
-- logic make-up (layout without fill, tap and decap cells) --
| kind of cell | count (synthesis) | after routing | share of synthesized area [%] |
|---|---|---|---|
| AND/OR/NAND/NOR | 82 | 82 | 19.43 |
| multiplexers | 63 | 63 | 54.39 |
| AND-OR/OR-AND | 51 | 51 | 18.15 |
| buffers and inverters | 28 | 107 | 8.025 |
-- layout by cell type (no fill, tap or decap), drive strengths merged, types with 2 or more instances in the layout --
master,n
a211oi,3
a22oi,7
a21oi,11
a221oi,2
nor4,6
nand2b,4
nor2b,6
buf,6
mux2,14
mux4,32
o21ai,8
nor3,4
inv,5
clkdlybuf4s50,94
a2111oi,2
a31o,3
mux2i,17
o31ai,2
nor2,33
o211ai,5
nand2,16
nand3,8
-- report_power, final --
group	switching [mW]	internal [mW]	total, mW
Clock	0	0	0
Combinational	0.0813	0.0998	0.181
Sequential	0	0	0
-- worst max-delay path: stages --
cell and delay (ps):
clkdlybuf4s50_1 390, nor4_1 350, and4_1 240, nand4_1 570, nand2b_1 550, a211oi_1 270, clkdlybuf4s50_1 510
-- area by class of cell --
cell class	count	area, µm²	share of cell area (%)
timing repair buffer	101	988.4	33.92
multi-input combinational	196	1807	62.00
tap	77	96.34	3.306
inverter	6	22.52	0.7729
-- final timing paths --
check    start  endpoint  cells after the start
min      a[31]   res[31]                      4
max    num[16]   res[19]                      7
No activity file was given, so power comes from the tool's default toggle rates.
