==> ./run.sh <==
#!/bin/bash
# OpenROAD 26Q1-2900-gdf79404cd8, Yosys 0.63+post, stock flow scripts
make -C /OpenROAD-flow-scripts/flow DESIGN_CONFIG=/design/flow/config.mk WORK_HOME=/design/flow/orfs finish
==> ./config.mk <==
export PLATFORM = sky130hd
export DESIGN_NAME = prod
export DESIGN_NICKNAME = prod
export VERILOG_FILES = /design/flow/design.v
export SDC_FILE = /design/flow/constraint.sdc
export NUM_CORES = 4
export LEC_CHECK = 1
export CORE_UTILIZATION = 40
==> ./constraint.sdc <==
current_design prod

set clk_period 18.0
set clk_io_pct 0.2

create_clock -name clk0 -period $clk_period

set non_clock_inputs [all_inputs -no_clocks]
set_input_delay [expr $clk_period * $clk_io_pct] -clock clk0 $non_clock_inputs
set_output_delay [expr $clk_period * $clk_io_pct] -clock clk0 [all_outputs]
==> ./design.v <==
module prod (
	input[31:0] a,
  input[31:0] b,
  output[31:0] result,
  output			 of_flag
);
assign {of_flag, result} = a * b; 
endmodule
==> summary.log <==
qor: status.status complete, no violations
qor: die.chipArea 0.0425 mm²
qor: routing.route.vias.total 11700
qor: synthesis.synthesis.area_per_instance 9.00 µm²
qor: clock_tree.cts_hold_buf 0
qor: worst_setup_path.critPathMostFrequentCell sky130_fd_sc_hd__fa_1
qor: final_timing.worst_pin_slew 0.796 ns
qor: clock_tree.cts-resized-gates 0
qor: power_and_ir_drop.p_sw_frac 0.454
qor: final_timing.fin_hold_ws 8.45 ns
qor: die.std_cell_rows 74
qor: global_route.grt_antenna_before_repair 0
qor: final_timing.layout_min_cycle_time 14.94 ns
qor: power_and_ir_drop.internal-power 5.41 mW
qor: power_and_ir_drop.pwr_density_cell 545 mW/mm²
qor: die.fp.dieH 206 µm
qor: worst_setup_path.crit_path_start b[15]
qor: die.initial_utilization 0.407
qor: global_route.largest_net_degree_at_the_start_of_global_routing 33
qor: worst_setup_path.critPathSlowestCell sky130_fd_sc_hd__clkdlybuf4s50_1
qor: final_timing.max_clock_freq 66.9 MHz
qor: final_timing.tns 0 ns
qor: cells_and_area.post_route_cells_drive_above_1_share 0.0233
qor: cells_and_area.register_area 0 µm²
qor: synthesis.post_synthesis_cell_type_count 42
qor: final_timing.final-max-slew-violation-count 0
qor: power_and_ir_drop.switching_power 4.50 mW
qor: routing.postRouteWirelength 41.7 mm
qor: cells_and_area.nFlopsAndLatches 0
qor: worst_setup_path.worstPathArrival 11.34 ns
qor: routing.detail_route.iter0.violations 405
qor: die.dieWidth 206 µm
qor: min_path.timing.hold.worst.class primary input to primary output
qor: global_route.globalRouteMet3Util 0.0887
qor: global_route.globalRoute.busiestLayer met2
qor: routing.drt-vias-per-instance 4.82
qor: synthesis.synth_sequential_area_ratio 0
qor: power_and_ir_drop.design_power_total 9.91 mW
qor: cells_and_area.area_delta_synth_final 9.20%
qor: worst_setup_path.critical_path_required 14.40 ns
qor: cells_and_area.final_util 0.444
qor: global_route.grt.total_usage 0.228
qor: placed_design.finalWeightedCongestion 0.885
qor: power_and_ir_drop.leakage_dissipation 9.07 nW
qor: worst_setup_path.critPathKind primary input to primary output
qor: routing.remaining_drc_errors 0
qor: worst_setup_path.critPathLaunchType primary input
qor: final_timing.rsz0062_at_grt no
qor: die.coreArea 0.0409 mm²
qor: global_route.met2_usage 0.359
qor: global_route.via_count_of_the_first_global_routing_pass 12900
qor: cells_and_area.stdcell_area 0.0182 mm²
qor: global_route.grt_first_pass_wirelength 69.4 mm
qor: final_timing.final-hold-violation-count 0
qor: routing.route.detailed.wl_per_inst 17.2 µm
qor: final_timing.report.final.setup_viol 0
qor: clock_tree.cts_setup_buffers 0
qor: routing.first_pass_iters 5
qor: placed_design.dpl.hpwl 34.0 mm
qor: global_route.grt.met1_usage 0.324
qor: worst_setup_path.critPathCapture of_flag
qor: routing.tally_of_nets_with_antenna_violations_remaining_after_routing 0
qor: min_path.timing.hold.worst.start a[0]
qor: worst_setup_path.worst-path-max-fanout 18
qor: power_and_ir_drop.peakVddDrop 1570 µV
qor: flow_run.warning_count 32
qor: die.floorplan.io_pins 97
qor: global_route.grt_overflow_total 0
qor: flow_run.drv_cap 0
qor: worst_setup_path.crit_path_end_kind primary output
qor: placed_design.io_buffers 97
qor: synthesis.yosys_warnings 0
qor: final_timing.layout_worst_path_cycle_share 0.830
qor: worst_setup_path.cp_slowest_stage_delay 0.81 ns
qor: cells_and_area.n_clock_buffer 0
qor: synthesis.synth.yosys.chip_area 0.0167 mm²
qor: placed_design.placed_cell_area 0.0182 mm²
qor: synthesis.netlist_area 0.0167 mm²
qor: final_timing.max_slew_margin 0.467
qor: synthesis.synthesis.instances 1851
qor: worst_setup_path.cp_cell_sequence clkdlybuf4s50_1 > and2_1 > fa_1 > fa_1 > inv_1 > fa_1 > fa_1 > fa_1 > inv_1 > fa_1 > fa_1 > fa_1 > ha_1 > and3_1 > nand2_1 > nor2_1 > a32o_1 > a21oi_1 > a31oi_1 > a221oi_1 > xnor2_1 > clkdlybuf4s50_1
qor: synthesis.synth.yosys.num_cells 1851
==> cell usage after synthesis (2+ instances only) <==
| library cell | count | area, µm² |
|---|---|---|
| sky130_fd_sc_hd__a21boi_0 | 2 | 15.0 |
| sky130_fd_sc_hd__o211ai_1 | 2 | 15.0 |
| sky130_fd_sc_hd__nand2_1 | 275 | 1030 |
| sky130_fd_sc_hd__xnor2_1 | 70 | 613 |
| sky130_fd_sc_hd__nand4_1 | 2 | 12.5 |
| sky130_fd_sc_hd__o21bai_1 | 5 | 37.5 |
| sky130_fd_sc_hd__a31oi_2 | 2 | 25.0 |
| sky130_fd_sc_hd__and2_1 | 300 | 1880 |
| sky130_fd_sc_hd__inv_1 | 426 | 1600 |
| sky130_fd_sc_hd__a31oi_1 | 2 | 12.5 |
| sky130_fd_sc_hd__o21a_1 | 2 | 15.0 |
| sky130_fd_sc_hd__nor3_1 | 5 | 25.0 |
| sky130_fd_sc_hd__o21ai_0 | 9 | 45.0 |
| sky130_fd_sc_hd__buf_2 | 5 | 25.0 |
| sky130_fd_sc_hd__xor2_1 | 17 | 149 |
| sky130_fd_sc_hd__a21oi_1 | 27 | 135 |
| sky130_fd_sc_hd__fa_1 | 438 | 8770 |
| sky130_fd_sc_hd__nand3_1 | 2 | 10.0 |
| sky130_fd_sc_hd__clkbuf_1 | 86 | 323 |
| sky130_fd_sc_hd__ha_1 | 124 | 1550 |
| sky130_fd_sc_hd__nor2_1 | 16 | 60.1 |
| sky130_fd_sc_hd__a21o_1 | 10 | 75.1 |
| sky130_fd_sc_hd__nor2b_1 | 2 | 12.5 |
| sky130_fd_sc_hd__and3_1 | 4 | 25.0 |
==> area by class of cell <==
type / instances / area [µm²]
Inverter: 426 / 1600
Timing Repair Buffer: 130 / 1220
Multi-Input combinational cell: 1333 / 14700
Tap cell: 532 / 666
Fill cell: 3975 / 22700
Antenna cell: 1 / 2.50
==> layout by cell type, fill, tap and decap left out, types with 2 or more instances in the layout <==
cell,count
sky130_fd_sc_hd__clkdlybuf4s50_1,97
sky130_fd_sc_hd__nand3_1,2
sky130_fd_sc_hd__xnor2_1,70
sky130_fd_sc_hd__a21o_1,10
sky130_fd_sc_hd__fa_1,438
sky130_fd_sc_hd__and3_1,4
sky130_fd_sc_hd__o21a_1,2
sky130_fd_sc_hd__inv_1,426
sky130_fd_sc_hd__o21ai_0,9
sky130_fd_sc_hd__and2_1,300
sky130_fd_sc_hd__nor3_1,5
sky130_fd_sc_hd__a31oi_1,2
sky130_fd_sc_hd__o21bai_1,5
sky130_fd_sc_hd__o211ai_1,2
sky130_fd_sc_hd__nand2_1,275
sky130_fd_sc_hd__nand4_1,2
sky130_fd_sc_hd__xor2_1,17
sky130_fd_sc_hd__a21boi_0,2
sky130_fd_sc_hd__nor2_1,16
sky130_fd_sc_hd__a21oi_1,27
sky130_fd_sc_hd__nor2b_1,2
sky130_fd_sc_hd__a31oi_2,2
sky130_fd_sc_hd__buf_4,33
sky130_fd_sc_hd__ha_1,124
==> how the worst min path moves through the flow <==
stage	slack (ns)	cells past startpoint	end
5_1_grt	8.54	4	result[0]
6_report	8.45	4	result[0]
4_1_cts	8.47	4	result[0]
==> critical path, delay by kind of cell <==
family / cells / cell delay, ns
AND-OR/OR-AND: 4 / 1.06
XOR/XNOR: 1 / 0.16
AND/OR/NAND/NOR: 4 / 0.82
adder cells (fa/ha/maj): 9 / 4.26
buffers and inverters: 4 / 1.41
==> kinds of logic after synthesis <==
logic type	share of synthesized area
AND-OR/OR-AND	0.0297
AND/OR/NAND/NOR	0.188
adder cells (fa/ha/maj)	0.620
buffers and inverters	0.117
XOR/XNOR	0.0458
==> power groups by stage <==
stage	clock (mW)	combinational (mW)	sequential, mW
after CTS	0	10.2	0
after global routing	0	11.2	0
==> layer usage <==
| metal | part of all wire | routed length [µm] | vias to the layer above |
|---|---|---|---|
| met5 | 0 | 0 | - |
| met4 | 0.0095 | 397 | 0 |
| met3 | 0.088 | 3680 | 21 |
| met2 | 0.48 | 20100 | 373 |
| met1 | 0.42 | 17500 | 5913 |
| li1 | - | - | 5372 |
==> stage by stage <==
| stage | setup slack, ns | instances |
|---|---|---|
| 5_1_grt | 2.68 | 2421 |
| 2_1_floorplan | 4.66 | 1851 |
| 3_5_place_dp | 2.98 | 2421 |
| 3_3_place_gp | 3.03 | 2421 |
| 6_report | 3.06 | 2422 |
| 4_1_cts | 2.95 | 2421 |
Power is estimated from default activity; no workload was simulated.
