===== design/flow/constraint.sdc =====
current_design boot_prod

set clk_period 106.7
set clk_io_pct 0.2

create_clock -name clk0 -period $clk_period

set non_clock_inputs [all_inputs -no_clocks]
set_input_delay [expr $clk_period * $clk_io_pct] -clock clk0 $non_clock_inputs
set_output_delay [expr $clk_period * $clk_io_pct] -clock clk0 [all_outputs]

===== design/flow/config.mk =====
export PLATFORM = sky130hd
export DESIGN_NAME = boot_prod
export DESIGN_NICKNAME = boot_prod
export VERILOG_FILES = /design/flow/design.v
export SDC_FILE = /design/flow/constraint.sdc
export NUM_CORES = 4
export LEC_CHECK = 1
export CORE_UTILIZATION = 30

===== design/flow/run.sh =====
#!/bin/bash
# OpenROAD 26Q1-2900-gdf79404cd8, Yosys 0.63+post, stock flow scripts
make -C /OpenROAD-flow-scripts/flow DESIGN_CONFIG=/design/flow/config.mk WORK_HOME=/design/flow/orfs finish

===== design/flow/design.v =====
module add_32 ( 
	input [31:0] a,
  input [31:0] b,
  output [31:0] rslt,
  input 				ad_o_sb,
  output 				cout
);
wire cout1, cout2, cout3, cout4;
add add1 (
  .a(a[7:0]),
  .b(b[7:0]),
  .cin(ad_o_sb),
  .cout(cout1),
  .s(rslt[7:0])
);
add add2 (
  .a(a[15:8]),
  .b(b[15:8]),
  .cin(cout1),
  .cout(cout2),
  .s(rslt[15:8])
);
add add3 (
  .a(a[23:16]),
  .b(b[23:16]),
  .cin(cout2),
  .cout(cout3),
  .s(rslt[23:16])
);
add add4 (
  .a(a[31:24]),
  .b(b[31:24]),
  .cin(cout3),
  .cout(cout4),
  .s(rslt[31:24])
);
endmodule
module add #(parameter N = 8)(
  input [N-1:0] a,b,
  input         cin,
  output [N-1:0] s,
  output         cout
);
assign {cout, s} = a + b + cin;
endmodule
module boot_prod (
	input[31:0] a,
  input[31:0] b,
  output[31:0] result,
  output			 of_flag
);
wire op1, op2, op3, op4, op5, op6, op7, op8;
wire op9, op10, op11, op12, op13, op14, op15, op16;
wire op17, op18, op19, op20, op21, op22, op23, op24;
wire op25, op26, op27, op28, op29, op30, op31, op32;
wire [31:0] a1, a2, a3, a4, a5, a6, a7, a8, a9; 
wire [31:0] a10, a11, a12, a13, a14, a15, a16, a17;
wire [31:0] a18, a19, a20, a21, a22, a23, a24, a25;
wire [31:0] a26, a27, a28, a29, a30, a31, a0, b0;
wire [31:0] b1, b2, b3, b4, b5, b6, b7, b8, b9, b10;
wire [31:0] b11, b12, b13, b14, b15, b16, b17, b18;
wire [31:0] b19, b20, b21, b22, b23, b24, b25, b26;
wire [31:0] b27, b28, b29, b30, b31;
wire [1:0] first_a;
wire 	   i_o_n;
assign first_a = {a[0],1'b0};
assign i_o_n = b[31];
prod_mux mux1(
	.a(first_a),
  .r_in(32'd0),
  .b_scr(b),
  .cout(op1), 
  .b_out(a0),
  .i_o_n(i_o_n),
  .r_out(b0)
);
prod_mux mux2(
	.a(a[1:0]),
  .r_in(b0),
  .b_scr(a0),
  .cout(op2), 
  .b_out(a1),
  .i_o_n(i_o_n),
  .r_out(b1)
);
prod_mux mux3(
	.a(a[2:1]),
  .r_in(b1),
  .b_scr(a1),
  .cout(op3), 
  .b_out(a2),
  .i_o_n(i_o_n),
  .r_out(b2)
);
prod_mux mux4(
	.a(a[3:2]),
  .r_in(b2),
  .b_scr(a2),
  .cout(op4), 
  .b_out(a3),
  .i_o_n(i_o_n),
  .r_out(b3)
);
prod_mux mux5(
	.a(a[4:3]),
  .r_in(b3),
  .b_scr(a3),
  .cout(op5), 
  .b_out(a4),
  .i_o_n(i_o_n),
  .r_out(b4)
);
prod_mux mux6(
	.a(a[5:4]),
  .r_in(b4),
  .b_scr(a4),
  .cout(op6), 
  .b_out(a5),
  .i_o_n(i_o_n),
  .r_out(b5)
);
prod_mux mux7(
	.a(a[6:5]),
  .r_in(b5),
  .b_scr(a5),
  .cout(op7), 
  .b_out(a6),
  .i_o_n(i_o_n),
  .r_out(b6)
);
prod_mux mux8(
	.a(a[7:6]),
  .r_in(b6),
  .b_scr(a6),
  .cout(op8), 
  .b_out(a7),
  .i_o_n(i_o_n),
  .r_out(b7)
);
prod_mux mux9(
	.a(a[8:7]),
  .r_in(b7),
  .b_scr(a7),
  .cout(op9), 
  .b_out(a8),
  .i_o_n(i_o_n),
  .r_out(b8)
);
prod_mux mux10(
	.a(a[9:8]),
  .r_in(b8),
  .b_scr(a8),
  .cout(op10), 
  .b_out(a9),
  .i_o_n(i_o_n),
  .r_out(b9)
);
prod_mux mux11(
	.a(a[10:9]),
  .r_in(b9),
  .b_scr(a9),
  .cout(op11), 
  .b_out(a10),
  .i_o_n(i_o_n),
  .r_out(b10)
);
prod_mux mux12(
	.a(a[11:10]),
  .r_in(b10),
  .b_scr(a10),
  .cout(op12), 
  .b_out(a11),
  .i_o_n(i_o_n),
  .r_out(b11)
);
prod_mux mux13(
	.a(a[12:11]),
  .r_in(b11),
  .b_scr(a11),
  .cout(op13), 
  .b_out(a12),
  .i_o_n(i_o_n),
  .r_out(b12)
);
prod_mux mux14(
	.a(a[13:12]),
  .r_in(b12),
  .b_scr(a12),
  .cout(op14), 
  .b_out(a13),
  .i_o_n(i_o_n),
  .r_out(b13)
);
prod_mux mux15(
	.a(a[14:13]),
  .r_in(b13),
  .b_scr(a13),
  .cout(op15), 
  .b_out(a14),
  .i_o_n(i_o_n),
  .r_out(b14)
);
prod_mux mux16(
	.a(a[15:14]),
  .r_in(b14),
  .b_scr(a14),
  .cout(op16), 
  .b_out(a15),
  .i_o_n(i_o_n),
  .r_out(b15)
);
prod_mux mux17(
	.a(a[16:15]),
  .r_in(b15),
  .b_scr(a15),
  .cout(op17), 
  .b_out(a16),
  .i_o_n(i_o_n),
  .r_out(b16)
);
prod_mux mux18(
	.a(a[17:16]),
  .r_in(b16),
  .b_scr(a16),
  .cout(op18), 
  .b_out(a17),
  .i_o_n(i_o_n),
  .r_out(b17)
);
prod_mux mux19(
	.a(a[18:17]),
  .r_in(b17),
  .b_scr(a17),
  .cout(op19), 
  .b_out(a18),
  .i_o_n(i_o_n),
  .r_out(b18)
);
prod_mux mux20(
	.a(a[19:18]),
  .r_in(b18),
  .b_scr(a18),
  .cout(op20), 
  .b_out(a19),
  .i_o_n(i_o_n),
  .r_out(b19)
);
prod_mux mux21(
	.a(a[20:19]),
  .r_in(b19),
  .b_scr(a19),
  .cout(op21), 
  .b_out(a20),
  .i_o_n(i_o_n),
  .r_out(b20)
);
prod_mux mux22(
	.a(a[21:20]),
  .r_in(b20),
  .b_scr(a20),
  .cout(op22), 
  .b_out(a21),
  .i_o_n(i_o_n),
  .r_out(b21)
);
prod_mux mux23(
	.a(a[22:21]),
  .r_in(b21),
  .b_scr(a21),
  .cout(op23), 
  .b_out(a22),
  .i_o_n(i_o_n),
  .r_out(b22)
);
prod_mux mux24(
	.a(a[23:22]),
  .r_in(b22),
  .b_scr(a22),
  .cout(op24), 
  .b_out(a23),
  .i_o_n(i_o_n),
  .r_out(b23)
);
prod_mux mux25(
	.a(a[24:23]),
  .r_in(b23),
  .b_scr(a23),
  .cout(op25), 
  .b_out(a24),
  .i_o_n(i_o_n),
  .r_out(b24)
);
prod_mux mux26(
	.a(a[25:24]),
  .r_in(b24),
  .b_scr(a24),
  .cout(op26), 
  .b_out(a25),
  .i_o_n(i_o_n),
  .r_out(b25)
);
prod_mux mux27(
	.a(a[26:25]),
  .r_in(b25),
  .b_scr(a25),
  .cout(op27), 
  .b_out(a26),
  .i_o_n(i_o_n),
  .r_out(b26)
);
prod_mux mux28(
	.a(a[27:26]),
  .r_in(b26),
  .b_scr(a26),
  .cout(op28), 
  .b_out(a27),
  .i_o_n(i_o_n),
  .r_out(b27)
);
prod_mux mux29(
	.a(a[28:27]),
  .r_in(b27),
  .b_scr(a27),
  .cout(op29), 
  .b_out(a28),
  .i_o_n(i_o_n),
  .r_out(b28)
);
prod_mux mux30(
	.a(a[29:28]),
  .r_in(b28),
  .b_scr(a28),
  .cout(op30), 
  .b_out(a29),
  .i_o_n(i_o_n),
  .r_out(b29)
);
prod_mux mux31(
	.a(a[30:29]),
  .r_in(b29),
  .b_scr(a29),
  .cout(op31), 
  .b_out(a30),
  .r_out(b30)
);
prod_mux mux32(
	.a(a[31:30]),
  .r_in(b30),
  .b_scr(a30),
  .cout(op32), 
  .b_out(a31),
  .i_o_n(i_o_n),
  .r_out(b31)
);
assign result = b31;
endmodule
module prod_mux (
	input  [1:0] 			a,
  input  [31:0] 		r_in,
  input [31:0] 			b_scr,
  input 				i_o_n,
  output 						cout,
  output reg [31:0] b_out,
  output 		 [31:0] r_out
);
reg op;
wire[31:0] add_out;
reg [31:0] out;
wire pos, neg;
wire [31:0] b_n;
reg [31:0] b_add;
assign pos = i_o_n;
assign neg = ~i_o_n;
assign b_n = ~b_scr;
localparam DO_NTHN_LOW = 2'b00;
localparam DO_NTHN_HIGH = 2'b11;
localparam SUB = 2'b10;
localparam ADD = 2'b01;
add_32 add1(
	.a(r_in),
  .b(b_add), 
  .ad_o_sb(op),
  .rslt(add_out),
  .cout(cout)
);
always@*
begin
	case (a)
  DO_NTHN_LOW:begin
	b_out = {b_scr[30:0],1'b0};
	out = r_in;
  end
  DO_NTHN_HIGH:begin
	b_out = {b_scr[30:0],1'b0};
	out = r_in;
  end
  SUB: begin
	op = 1'b1;
	b_out = {b_scr[30:0],1'b0};
	b_add = b_n;
	out = add_out;
	end  
  ADD:begin
  	op = 1'b0;
	b_out = {b_scr[30:0],1'b0};
	out = add_out;
	b_add = b_scr;
  end
  endcase
end
assign r_out =  out;
endmodule

==> flow_metrics.env <==
# implementation run metrics
export IMPL_layout_filler_cells=23600
export IMPL_unclocked_regs=559
export IMPL_ys_cells=8950
export IMPL_min_period_over_period_pct=84.2
export IMPL_synth_area_yosys_sq_um=68500
export IMPL_totalWireLength_um=246000
export IMPL_max_slew_worst_pin_slew_ns=1.28
export IMPL_via_count_of_the_first_global_routing_pass=59800
export IMPL_max_cap_violations=0
export IMPL_cts_repair_resize_count=0
export IMPL_boundaryPins=97
export IMPL_dpl_cell_area_sq_um=73300
export IMPL_port_buffers=96
export IMPL_crit_type="primary input to output pin"
export IMPL_rsz0062_at_grt="no"
export IMPL_syn_area_per_cell_sq_um=7.66
export IMPL_crit_top_cell="sky130_fd_sc_hd__ha_1"
export IMPL_delay_of_the_slowest_critical_path_stage_ns=0.96
export IMPL_fp_util_pct=30.2
export IMPL_die_w_um=480
export IMPL_total_drc_errors_in_the_routed_layout=0
export IMPL_finalHoldViolCount=0
export IMPL_grt_max_degree=67
export IMPL_slowest_cell_on_crit_path="sky130_fd_sc_hd__a21boi_0"
export IMPL_ff_type="sky130_fd_sc_hd__dlxtn_1"
export IMPL_critPathRequiredTime_ns=85.36
export IMPL_untimed_endpoints=559
export IMPL_seq_cells_post_synth=559
export IMPL_number_of_antenna_violations_at_the_first_check_in_global_routing=3
export IMPL_drive_above_1_share_pct=5.29
export IMPL_post_synth_num_cell_types=103
export IMPL_detail_route_antenna_nets=0
export IMPL_holdBufCountCts=0
export IMPL_max_slew_violation_count=0
export IMPL_drt_pre_antenna_iters=6
export IMPL_synthArstFlopShare_pct=0
export IMPL_syn_inst=8950
export IMPL_netlist_area_sq_um=68500
export IMPL_finalInstanceArea_sq_um=73300
export IMPL_globalplace_congestion=1.01
export IMPL_post_drt_wl_per_cell_um=20.8
export IMPL_core_region_area_sq_um=227000
export IMPL_detailroute_via_count=64100
export IMPL_hold_path_class="primary input to output pin"
export IMPL_drtIter0Drc=4628
export IMPL_cp_start_kind="primary input"
export IMPL_grt_pass1_wl_um=372000
export IMPL_result_of_the_run="completed"
export IMPL_drt_vias_per_instance=5.41
export IMPL_syn2layout_area_growth_pct=6.91
export IMPL_setup_viol=0
export IMPL_finish_utilization_pct=32.2
export IMPL_endpoint_kind="output pin"
export IMPL_synth_warnings=2
export IMPL_dieHeight_um=480
export IMPL_critical_path_arrival_ns=68.46
export IMPL_placement_rows=175
export IMPL_global_route_usage_total_pct=21.4
export IMPL_openroad_warnings=120
export IMPL_tns_ns=0
export IMPL_postCtsSetupRepairBufs=0
export IMPL_path_max_fanout=64
export IMPL_dpl_hpwl_um=199000
export IMPL_grt_overflow_total=0
export IMPL_floorplan_die_area_sq_um=230000
export IMPL_achievable_frequency_mhz=11.1
export IMPL_worst_slew_margin_rel_pct=13.9
export IMPL_edf_count=0
export IMPL_timing_final_crit_period_ns=89.80
layout make-up:
cell class              count  area, sq um  share of cell area (%)
multi-input cells        7514        56900                    77.7
inverters                 481         1810                    2.46
diodes                      3         7.51                  0.0102
repair buffers            295         2380                    3.25
flip-flops and latches    559         8400                    11.5
well taps                3009         3760                    5.14
synth_stat cells (all sizes together), types with 138 or more instances:
cell	count	share of area [%]
a21o	445	4.9
a21oi	743	5.4
buf	138	0.82
clkbuf	258	1.4
dlxtn	527	12
fa	187	5.5
ha	994	18
inv	477	2.6
nand2	582	3.2
nor2	779	4.3
nor2b	165	1.5
nor3	213	1.6
o21a	173	1.9
o21ai	479	3.5
xnor2	882	11
xor2	281	3.6
registers in the layout, summed over array words and instances (netlist names), 14 cells and up:
register / flops
mux8.b_add: 26
mux19.b_add: 15
mux20.b_add: 14
mux14.b_add: 20
mux17.b_add: 17
mux6.b_add: 28
mux11.b_add: 23
mux3.b_add: 31
mux16.b_add: 18
mux5.b_add: 29
mux2.b_add: 32
mux9.b_add: 25
mux7.b_add: 27
mux13.b_add: 21
mux15.b_add: 19
mux10.b_add: 24
mux18.b_add: 16
mux1.b_add: 32
mux12.b_add: 22
mux4.b_add: 30
final timing paths:
check | startpoint | endpoint | slack (ns) | cells past startpoint
setup / recovery | a[0] | result[31] | 16.90 | 188
hold / removal | a[31] | result[25] | 44.29 | 6
cells by family after synthesis:
family / share of synthesized area, %
AND-OR/OR-AND: 26.2
AND/OR/NAND/NOR: 15.4
adder cells (fa/ha/maj): 23.6
XOR/XNOR: 14.9
buffers and inverters: 4.87
latches: 12.2
multiplexers: 2.85
other: 0.00547
routing by layer:
metal | routed length [um] | GRT usage [%]
met5 | 0 | 0
met4 | 10900 | 7.47
met3 | 14000 | 2.34
met2 | 110000 | 33.9
met1 | 111000 | 30.3
per-stage QoR:
stage	worst slack, ns	instances	hold WS, ns
5_1_grt	14.55	11900	44.40
2_1_floorplan	28.99	8950	43.23
3_5_place_dp	17.82	11900	44.31
4_1_cts	17.63	11900	44.31
6_report	16.90	11900	44.29
3_3_place_gp	17.74	11900	44.32
cell usage in the layout (no fill, tap or decap), types with 68 or more instances in the layout:
| cell type | synthesis | final |
|---|---|---|
| sky130_fd_sc_hd__inv_1 | 476 | 476 |
| sky130_fd_sc_hd__nor2_1 | 779 | 779 |
| sky130_fd_sc_hd__o22ai_1 | 68 | 68 |
| sky130_fd_sc_hd__nor2b_1 | 165 | 165 |
| sky130_fd_sc_hd__mux2i_1 | 70 | 70 |
| sky130_fd_sc_hd__a21oi_1 | 742 | 742 |
| sky130_fd_sc_hd__xnor2_1 | 882 | 882 |
| sky130_fd_sc_hd__fa_1 | 187 | 187 |
| sky130_fd_sc_hd__o21a_1 | 173 | 173 |
| sky130_fd_sc_hd__xor2_1 | 281 | 281 |
| sky130_fd_sc_hd__nand3_1 | 107 | 107 |
| sky130_fd_sc_hd__nor3_1 | 213 | 213 |
| sky130_fd_sc_hd__a21o_1 | 445 | 445 |
| sky130_fd_sc_hd__o21bai_1 | 112 | 112 |
| sky130_fd_sc_hd__nand2b_1 | 132 | 132 |
| sky130_fd_sc_hd__mux2_2 | 110 | 110 |
| sky130_fd_sc_hd__ha_1 | 994 | 963 |
| sky130_fd_sc_hd__clkdlybuf4s50_1 | 0 | 81 |
| sky130_fd_sc_hd__dlxtn_1 | 527 | 524 |
| sky130_fd_sc_hd__buf_4 | 3 | 199 |
| sky130_fd_sc_hd__a211oi_1 | 84 | 84 |
| sky130_fd_sc_hd__a31oi_1 | 95 | 95 |
| sky130_fd_sc_hd__o21ai_0 | 466 | 466 |
| sky130_fd_sc_hd__nand2_1 | 581 | 581 |
critical path, delay by kind of cell:
kind | cells | cell delay (ns)
multiplexers | 2 | 0.65
AND-OR/OR-AND | 79 | 20.20
buffers and inverters | 14 | 2.78
AND/OR/NAND/NOR | 36 | 5.84
adder cells (fa/ha/maj) | 37 | 13.42
XOR/XNOR | 20 | 4.06
